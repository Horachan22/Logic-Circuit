File: /design/flow/config.mk
export PLATFORM = sky130hd
export DESIGN_NAME = ALU
export DESIGN_NICKNAME = ALU
export VERILOG_FILES = /design/flow/design.v
export SDC_FILE = /design/flow/constraint.sdc
export NUM_CORES = 4
export LEC_CHECK = 1
export CORE_AREA = 10 10 76 76
export DIE_AREA = 0 0 86 86
File: /design/flow/constraint.sdc
current_design ALU

set clk_period 8.1
set clk_io_pct 0.2

create_clock -name clk0 -period $clk_period

set non_clock_inputs [all_inputs -no_clocks]
set_input_delay [expr $clk_period * $clk_io_pct] -clock clk0 $non_clock_inputs
set_output_delay [expr $clk_period * $clk_io_pct] -clock clk0 [all_outputs]
File: /design/flow/design.v
module ALU(accum, data, alu_out, opecode);
	input  [7:0] accum, data;
	input  [2:0] opecode;
	output [7:0] alu_out;
	reg    [7:0] alu_out;
	always @(*) begin
		case(opecode)
			3'b000: alu_out <= accum & data;
			3'b001: alu_out <= accum | data;
			3'b010: alu_out <= ~accum;
			3'b011: alu_out <= accum ^ data;
			3'b100: alu_out <= accum + data;
			3'b101: alu_out <= accum - data;
			3'b110: alu_out <= accum;
			3'b111: alu_out <= data;
		endcase
	end
endmodule
File: /design/flow/run.sh
#!/bin/bash
# OpenROAD 26Q1-2900-gdf79404cd8, Yosys 0.63+post, stock flow scripts
make -C /OpenROAD-flow-scripts/flow DESIGN_CONFIG=/design/flow/config.mk WORK_HOME=/design/flow/orfs finish
==> metrics.sh <==
NCLKBUFFERS=0
POWER.LEAKAGE_nW=0.689
CRITICAL_PATH_ARRIVAL_NS=4.99
DRT_WL_TOTAL_MM=3.13
FINAL_MAX_SLEW_VIOL_COUNT=0
FIN_HOLD_WS_NS=4.41
DIE_AREA_UM2=7400
PIN_COUNT_OF_THE_BIGGEST_NET_ENTERING_GLOBAL_ROUTING=30
POST_SYNTH_INST_COUNT=171
HPWLAFTERDP_MM=2.48
PATH_MAX_FANOUT=29
FIN_CRIT_SH=0.816
POST_CTS_RESIZED=0
REGAREA_UM2=0
GRT_ANTENNA_BEFORE_REPAIR=0
GLOBALROUTEOVERFLOWTOTAL=0
SYN_AREA_PER_CELL_UM2=7.24
AVERAGE_VIAS_PER_PLACED_INSTANCE=5.03
FINALSETUPTNS_NS=0
DIODES=0
PORT_BUFFERS=27
HOLD_PATH_CLASS='in -> out'
SEQ_AREA_FRAC_SYNTH=0
DIE_WIDTH_UM=86
POST_ROUTE_CELLS_DRIVE_ABOVE_1_SHARE=0.0632
FINALCRITICALPERIOD_NS=6.61
TOP_CELLS_BY_AREA_IN_THE_SYNTHESIZED_NETLIST='sky130_fd_sc_hd__ha_1 (24%), sky130_fd_sc_hd__a21oi_1 (6.5%), sky130_fd_sc_hd__xnor2_1 (6.4%)'
HOLD_VIOL=0
SYNTH_CELL_TYPES=46
RUN_STATUS='completed'
POWER_FRAC_COMB=1.000
CLOCK_POWER_SHARE=0
START_KIND='input port'
GRT_SETUP_UNREPAIRED='no'
GP_ROUTABILITY_CONGESTION=0.873
PLACEDCELLCOUNT=240
SYNTH.TOP_CELL.AREA_SHARE=0.243
DETAIL_ROUTE.FIRST_PASS.ITERATIONS=4
SEQUENTIAL_CELL_TOTAL=0
VIA_TOTAL_AFTER_DETAILED_ROUTING=1206
START_TO_END_TYPE_OF_THE_WORST_SETUP_PATH='in -> out'
VIAS_IN_THE_FIRST_GLOBAL_ROUTE=1140
POWER_DENSITY_nW_PER_UM2=65.4
DRTITER0DRC=71
SYNTH_STAT.CELLS=171
CAP_VIOL_MAX_COUNT=0
DRC_ERRORS=0
TIMING.CRITICAL_PATH.TO_TYPE='output pin'
CTS_SETUP_BUFFERS=0
CRITICAL_PATH_REQUIRED_NS=6.48
DIE-HEIGHT_UM=86
SWITCHING_SHARE=0.468
MAX_SLEW.WORST_PIN.SLEW_NS=0.457
SYN_TO_FINAL_GROWTH_PCT=21.8
MAX-VDD-IR-DROP_mV=0.0249
POWER.NET_SWITCHING_uW=46.1
ROW_COUNT=23
TOP_LEVEL_PORTS=27
POST_CTS_HOLD_BUFFER_COUNT=0
DETAIL-ROUTE-ANTENNA-NETS=0
TOTAL_POWER_uW=98.6
YOSYSTOPAREACELL='sky130_fd_sc_hd__ha_1'
TOTAL_OF_ENDPOINTS_WITH_NEGATIVE_SETUP_SLACK_IN_THE_FINAL_REPORT=0
GLOBALROUTETOTALUTIL=0.0817
YOSYS_WARNINGS=1
WARNINGS=41
CORE_AREA_UM2=4120
SYN-CELL-AREA_UM2=1240
FLOORPLANUTILIZATION=0.301
CELLINTERNALPOWER_uW=52.5
GRT_PASS1_WL_MM=5.25
ROUTE.DETAILED.WL_PER_INST_UM=13.0
POWER_FRAC_SEQ=0
SYNTH_CHIP_AREA_UM2=1240
MAXSLEWHEADROOM=0.692
FINAL_CELLS=240
TIMING.FMAX_GHz=0.151
## worst max-delay path: stages
cell	delay, ns
sky130_fd_sc_hd__clkdlybuf4s50_1	0.45
sky130_fd_sc_hd__buf_4	0.28
sky130_fd_sc_hd__and3b_1	0.35
sky130_fd_sc_hd__mux2_2	0.39
sky130_fd_sc_hd__fa_1	0.45
sky130_fd_sc_hd__nor2b_4	0.14
sky130_fd_sc_hd__o21ai_2	0.07
sky130_fd_sc_hd__and4b_1	0.20
sky130_fd_sc_hd__or4_1	0.40
sky130_fd_sc_hd__a21oi_1	0.15
sky130_fd_sc_hd__clkdlybuf4s50_1	0.48
## cell type report
class / count / area (um^2)
tap: 50 / 62.6
timing repair buffer: 30 / 293
fill: 437 / 2610
inverter: 20 / 75.1
multi-input combinational: 140 / 1080
## cells in the mapped netlist (all sizes together) (2+ instances only)
cell type	count
a221oi	3
clkbuf	5
o211ai	2
xnor2	9
nor2	14
nand2	12
o22ai	2
a21oi	16
buf	6
a21o	2
o21ai	12
nor2b	6
a31oi	2
mux2	2
a22oi	2
or3	2
ha	24
and3b	2
mux2i	4
a211oi	2
inv	20
nand3b	2
## per-layer routing
metal  wire [um]  up-vias  track usage
li1            -      647            -
met1        1600      537        0.122
met2        1290       22        0.124
met3         236        0       0.0181
met4           0        0            0
met5           0        -            0
## power groups by stage
stage / sequential [mW] / clock (mW) / combinational, mW
6_report: 0 / 0 / 0.0986
5_1_grt: 0 / 0 / 0.112
4_1_cts: 0 / 0 / 0.0996
## worst paths after layout
check,from,depth (start not counted),slack [ns],end
setup / recovery,opecode[0],11,1.49,alu_out[4]
hold / removal,data[3],5,4.41,alu_out[3]
## stage by stage
step                cell area (um^2)   util  setup WS (ns)
finish                          1510  0.366           1.49
global route                    1510  0.366           1.29
CTS                             1510  0.366           1.45
detailed placement              1510  0.366           1.47
global placement                1510  0.366           1.49
floorplan                       1240      -           2.81
## cell families (layout without fill, tap and decap cells)
| logic type | count (synthesis) | after routing | synth area share |
|---|---|---|---|
| multiplexers | 7 | 7 | 0.0688 |
| AND/OR/NAND/NOR | 47 | 47 | 0.204 |
| adder cells (fa/ha/maj) | 25 | 25 | 0.259 |
| XOR/XNOR | 10 | 10 | 0.0708 |
| buffers and inverters | 31 | 50 | 0.129 |
| AND-OR/OR-AND | 51 | 51 | 0.268 |
## layout by cell type (no fill, tap or decap), types with 3 or more instances in the layout
| master | instances |
|---|---|
| sky130_fd_sc_hd__o21ai_0 | 11 |
| sky130_fd_sc_hd__nor2_1 | 14 |
| sky130_fd_sc_hd__mux2i_1 | 4 |
| sky130_fd_sc_hd__nor2b_1 | 5 |
| sky130_fd_sc_hd__clkdlybuf4s50_1 | 27 |
| sky130_fd_sc_hd__a221oi_1 | 3 |
| sky130_fd_sc_hd__ha_1 | 24 |
| sky130_fd_sc_hd__inv_1 | 20 |
| sky130_fd_sc_hd__a21oi_1 | 16 |
| sky130_fd_sc_hd__buf_4 | 3 |
| sky130_fd_sc_hd__nand2_1 | 12 |
| sky130_fd_sc_hd__xnor2_1 | 9 |
Power and IR drop assume default switching activity.
